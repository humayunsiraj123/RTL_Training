==> ./design.v <==
module Adder (
	input 		[31:0] a,
	input 		[31:0] b,
	input 	     	       cin,
	output 		[31:0] sum,
	output   	       cout,
	output  	[32:0] result,
	output 		[32:0] resultx	
	);
wire [32:0]c;
assign c[0]=cin;
genvar i;
generate 
		for (i=0 ;i<32 ;i=i+1)  begin
			full_adder fx (.a(a[i]) , .b(b[i]) , .cin(c[i]) , .sum(sum[i]) ,.cout(c[i+1]));
		end
endgenerate 
assign cout =c[32];
assign result={cout,sum};
assign resultx=a+b+{30'b0,cin};
endmodule
module half_adder (
	input a,
	input b,
	output sum,
	output cout
);
	assign sum  = a ^ b;
	assign cout = a & b;
endmodule
module full_adder_HA (
	input a ,
	input b ,
 	output cout,
	output sum
);
wire [1:0] c;
half_adder h1 (.a(a),.b(b),.sum(c[0]),.cout(c[1]) );
half_adder h2 (.a(c[0]),.b(c[1]),.sum(sum),.cout(cout));
endmodule
module full_adder (
	input a,
	input b,
	input cin,
	output sum,
	output cout
);
	assign sum  = a ^ b ^ cin;
	assign cout = (a ^ b) & cin + a & b ;
endmodule
module full_adder_nbit #(parameter N=4) (
	input  [N-1:0] in1,
	input  [N-1:0] in2,
	output [N  :0]  sum
);
assign sum =in1 + in2 ;
endmodule	
==> ./run.sh <==
#!/bin/bash
# OpenROAD 26Q1-2900-gdf79404cd8, Yosys 0.63+post, stock flow scripts
make -C /OpenROAD-flow-scripts/flow DESIGN_CONFIG=/design/flow/config.mk WORK_HOME=/design/flow/orfs finish
==> ./config.mk <==
export PLATFORM = sky130hd
export DESIGN_NAME = Adder
export DESIGN_NICKNAME = Adder
export VERILOG_FILES = /design/flow/design.v
export SDC_FILE = /design/flow/constraint.sdc
export NUM_CORES = 4
export LEC_CHECK = 1
export CORE_UTILIZATION = 40
==> ./constraint.sdc <==
current_design Adder

set clk_period 14.3
set clk_io_pct 0.2

create_clock -name clk0 -period $clk_period

set non_clock_inputs [all_inputs -no_clocks]
set_input_delay [expr $clk_period * $clk_io_pct] -clock clk0 $non_clock_inputs
set_output_delay [expr $clk_period * $clk_io_pct] -clock clk0 [all_outputs]
==> Slide: Implementation Results <==
Key Metrics from the Run

Finish
  – Synth-to-Final Area Change: 55.2%
  – Comb area: 3540 sq um
  – Total area of sequential cells: 0 sq um
  – Post-route cell area: 5910 sq um
  – Fill count: 798
  – Layout Cells excl Fill: 838
  – Seq cells: 0
  – Share of cells above drive strength 1: 0.207
  – Clkbuf count: 0

Hold path
  – Worst Hold Depth: 4
  – Worst hold path type: input pin to primary output
  – HP Start: a[31]
  – Worst Hold Endpoint: cout

Placement
  – Post-detail-place hpwl: 8.38 mm
  – Placed Area: 5350 sq um
  – DP Worst Slack: -0.896 ns
  – GPL Wtd Cong: 0.850
  – IO buf count: 164
  – DP Cell Count: 813

Yosys
  – Synth top area share: 0.130
  – Number of distinct library cells after synthesis: 56
  – Synth area leader: buf_4
  – Synth Warn #: 0
  – Post-synth top cells: 66 x buf_4, 61 x nand2_1, 50 x nor2_1, 41 x xnor2_1, 35 x o21ai_0
  – Yosys cell count: 555
  – Top area cell types: buf_4 13%, ha_1 11%, xnor2_1 9.4%
  – Mapped Avg Cell Area: 6.86 sq um
  – YS chip area: 3810 sq um
  – Count leader, synth: buf_4
  – Seq share, synth: 0
  – Cell Area, Synth: 3810 sq um
  – Cells after Synth: 555

STA
  – Final worst setup slack: 0.0852 ns
  – Slew @ Worst Pin: 1.00 ns
  – Final period util: 0.994
  – Unrepaired setup endpoints after global routing: true
  – Rel. slew slack: 0.324
  – Final hold viol count: 0
  – Tmin final: 14.21 ns
  – Setup violators final: 0
  – Setup TNS: 0 ns
  – Slew Limit Fails: 0
  – Max Freq: 70.3 MHz

Detailed routing
  – Wire per inst: 12.4 um
  – Wl on met1: 5.22 mm
  – DR vias: 4,245
  – Post-route DRC violation count: 0
  – Top Metal Used: met4
  – Routed vias/inst: 5.07
  – Initial DRC count: 97
  – Diode count: 0
  – Antenna-violating nets left: 0
  – Detailed Routing Iterations Pass 1: 4
  – Met3 Wirelength: 561 um
  – WL met2: 4.59 mm
  – WL final: 10.4 mm

Job
  – Tool warnings: 35
  – Maxcap violations: 0

Floorplanning
  – Chip area: 9910 sq um
  – Die Y: 99.5 um
  – I/O pins: 164
  – FP Util: 0.412
  – Row count: 35
  – Core region area: 9240 sq um
  – Die W: 99.5 um

Global routing
  – Largest net degree at the start of global routing: 10
  – Initial antenna violation count: 0
  – Remaining global-route overflow: 0
  – Gr usage total: 0.201
  – Vias in the first global route: 3,856
  – First-pass GRT wire length: 16.8 mm

Setup path
  – Setup CP Type: input pin to primary output
  – Top Family by Delay on Critical Path: simple AND/OR/NAND/NOR gates
  – Critical-path maximum fanout: 5
  – CP Data Required Time: 11.44 ns
  – Most frequent CP cell: buf_4
  – Worst Setup End Kind: primary output
  – Setup crit start kind: input pin
  – Worst EP arrival: 11.35 ns
  – CP peak stage delay: 0.52 ns
  – Worst path bufs/invs: 6
  – Slowest cell on the critical path: or4_1

Power and ir drop
  – Pleak: 2.32 nW
  – Sw power: 0.102 mW
  – Comb power frac: 1.000
  – Pint: 0.166 mW
  – Reg power frac: 0
  – Sw frac: 0.380
  – Pwr Density: 45.4 nW/um^2
  – Power Total: 0.268 mW
  – Worst VDD drop: 24.5 uV
  – Power share of the clock group: 0

Status
  – Outcome: completed
-- cell families (layout without fill, tap and decap cells) --
kind of cell | count (synthesis) | after routing | synth area share
buf+inv | 101 | 255 | 0.169
mux | 11 | 11 | 0.0355
compound gates | 103 | 103 | 0.201
fa+ha+maj | 34 | 34 | 0.116
simple gates | 246 | 246 | 0.341
xor+xnor | 60 | 60 | 0.138
-- what timing repair did --
action | in CTS | in global routing
hold buffers | 0 | 0
buffers inserted | 18 | 8
endpoints found under the hold margin | 0 | 0
pin swaps | 46 | 31
resized | 72 | 56
endpoints found under the setup margin | 10 | 10
-- power groups by stage --
stage / clock network, mW / registers, mW / logic, mW
final: 0 / 0 / 0.268
after global routing: 0 / 0 / 0.295
after CTS: 0 / 0 / 0.260
-- metrics by stage --
step | hold WS, ns | utilization
final | 6.44 | 0.639
after global routing | 6.48 | 0.639
after CTS | 6.44 | 0.617
after detailed placement | 6.73 | 0.579
after global placement | 6.71 | 0.579
after floorplan | 5.82 | -
-- placed cells by master (no fill, tap or decap), drive strengths merged, types with 4 or more instances in the layout --
cell / netlist / routed
inv: 29 / 29
a2111oi: 7 / 7
buf: 70 / 66
nor3: 15 / 15
nor3b: 13 / 13
xnor2: 41 / 41
and4: 4 / 4
nand3: 23 / 23
a21oi: 24 / 24
o21ai: 39 / 39
mux2: 5 / 5
o311ai: 4 / 4
nand2: 61 / 61
ha: 32 / 32
nand4: 7 / 7
or4: 5 / 5
nand2b: 12 / 12
nor2b: 6 / 6
nor2: 50 / 50
and3: 6 / 6
nor4: 10 / 10
a211oi: 4 / 4
clkbuf: 2 / 9
or3: 10 / 10
mux2i: 6 / 6
a21boi: 14 / 14
xor2: 19 / 19
and2: 13 / 13
clkdlybuf4s50: 0 / 146
-- worst max path at each step --
stage,start,end,slack (ns),cells past startpoint
5_1_grt,b[0],cout,-0.37,40
4_1_cts,a[0],result[32],0.0004,41
6_report,b[0],result[32],0.09,37
-- area by class of cell --
type,instances,share of cell area
well taps,129,0.0273
repair buffers,226,0.354
multi-input cells,454,0.600
inverters,29,0.0184
-- per-layer routing --
layer | vias to the layer above | track usage
li1 | 2221 | -
met1 | 1913 | 0.289
met2 | 107 | 0.343
met3 | 4 | 0.0243
met4 | 0 | 0.00452
met5 | - | 0
Power is estimated from default activity; no workload was simulated.
