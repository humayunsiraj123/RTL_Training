==> design.v <==
module Barrell_Shifter  # (parameter N=8) (
  	input  [N-1:0] data    ,
	input  [2  :0] shifter ,
	output [N-1:0] result
	);
	wire   [N-1:0] x , y  , w ;
mux_2to1 m1 (.z (x[7]) , .s(shifter[2]) , .a(data[7]) , .b(1'b0   ));
mux_2to1 m2 (.z (x[6]) , .s(shifter[2]) , .a(data[6]) , .b(1'b0   ));
mux_2to1 m3 (.z (x[5]) , .s(shifter[2]) , .a(data[5]) , .b(1'b0   ));
mux_2to1 m4 (.z (x[4]) , .s(shifter[2]) , .a(data[4]) , .b(1'b0   ));
mux_2to1 m5 (.z (x[3]) , .s(shifter[2]) , .a(data[3]) , .b(data[7]));
mux_2to1 m6 (.z (x[2]) , .s(shifter[2]) , .a(data[2]) , .b(data[6]));
mux_2to1 m7 (.z (x[1]) , .s(shifter[2]) , .a(data[1]) , .b(data[5]));
mux_2to1 m8 (.z (x[0]) , .s(shifter[2]) , .a(data[0]) , .b(data[4]));
mux_2to1 m9  (.z (y[7]) , .s(shifter[1]) , .a(x[7]) , .b(1'b0));
mux_2to1 m10 (.z (y[6]) , .s(shifter[1]) , .a(x[6]) , .b(1'b0));
mux_2to1 m11 (.z (y[5]) , .s(shifter[1]) , .a(x[5]) , .b(x[7]));
mux_2to1 m12 (.z (y[4]) , .s(shifter[1]) , .a(x[4]) , .b(x[6]));
mux_2to1 m13 (.z (y[3]) , .s(shifter[1]) , .a(x[3]) , .b(x[5]));
mux_2to1 m14 (.z (y[2]) , .s(shifter[1]) , .a(x[2]) , .b(x[4]));
mux_2to1 m15 (.z (y[1]) , .s(shifter[1]) , .a(x[1]) , .b(x[3]));
mux_2to1 m16 (.z (y[0]) , .s(shifter[1]) , .a(x[0]) , .b(x[2]));
mux_2to1 m17 (.z (w[7]) , .s(shifter[0]) , .a(y[7]) , .b(1'b0));
mux_2to1 m18 (.z (w[6]) , .s(shifter[0]) , .a(y[6]) , .b(y[7]));
mux_2to1 m19 (.z (w[5]) , .s(shifter[0]) , .a(y[5]) , .b(y[6]));
mux_2to1 m20 (.z (w[4]) , .s(shifter[0]) , .a(y[4]) , .b(y[5]));
mux_2to1 m21 (.z (w[3]) , .s(shifter[0]) , .a(y[3]) , .b(y[4]));
mux_2to1 m22 (.z (w[2]) , .s(shifter[0]) , .a(y[2]) , .b(y[3]));
mux_2to1 m23 (.z (w[1]) , .s(shifter[0]) , .a(y[1]) , .b(y[2]));
mux_2to1 m24 (.z (w[0]) , .s(shifter[0]) , .a(y[0]) , .b(y[1]));
assign result=w;
endmodule
module mux_2to1 (
	input  a ,
	input  b ,
	input  s ,
	output z
	);
assign z=s ? b : a ;
endmodule
module tb_barrell_shifter ;
 wire [7:0] result ;
 reg  [7:0] data   ;
 reg  [2:0] shifter; 
Barrell_Shifter dut (.data(data) , .shifter(shifter), .result(result));
initial begin
	data    = 8'd16;
	shifter = 3'd4  ;
	#100;
	data    = 8'd0 ;
	shifter = 3'd8  ;
	#100;
	data    = 8'd128;
	shifter = 3'd2   ;	
	#100;
	data    = 8'd32 ;
	shifter = 3'd8  ;
	repeat(5) begin
	#100;
	data    = $random  ;
	shifter = $random  ;
	end
	end
	initial begin
	$monitor("The input is %d and shift by %d Result =%d",data,shifter,result);
	end
endmodule
==> run.sh <==
#!/bin/bash
# OpenROAD 26Q1-2900-gdf79404cd8, Yosys 0.63+post, stock flow scripts
make -C /OpenROAD-flow-scripts/flow DESIGN_CONFIG=/design/flow/config.mk WORK_HOME=/design/flow/orfs finish
==> config.mk <==
export PLATFORM = sky130hd
export DESIGN_NAME = Barrell_Shifter
export DESIGN_NICKNAME = Barrell_Shifter
export VERILOG_FILES = /design/flow/design.v
export SDC_FILE = /design/flow/constraint.sdc
export NUM_CORES = 4
export LEC_CHECK = 1
export CORE_AREA = 10 10 70 70
export DIE_AREA = 0 0 80 80
==> constraint.sdc <==
current_design Barrell_Shifter

set clk_period 2.0
set clk_io_pct 0.2

create_clock -name clk0 -period $clk_period

set non_clock_inputs [all_inputs -no_clocks]
set_input_delay [expr $clk_period * $clk_io_pct] -clock clk0 $non_clock_inputs
set_output_delay [expr $clk_period * $clk_io_pct] -clock clk0 [all_outputs]
==> impl_metrics.csv <==
group,metric,value,unit
outcome,status,"complete, no violations",
floorplan,die-area,6400,um^2
synthesis,netlist.area_leader.share,0.202,
synthesis,netlist_area,298,um^2
pwr,cellPowerDensity,191,nW/um^2
synthesis,synth.area.top_cells,"buf_4, mux2i_1, mux2_4",
placement,gp_congestion,0.729,
final_layout,ff_count,0,
timing,finalSetupViolCount,0,
worst_setup_path,crit_buf_inv,3,
worst_setup_path,crit_path_end_kind,"output port",
worst_setup_path,worstSetupPathType,"input pin to output port",
job,cap_violations,0,
drt,routedWlPerCell,10.3,um
synthesis,syn_area_per_cell,8.05,um^2
worst_setup_path,cp_max_fo,6,
final_layout,lay_top_cells,"dlygate4sd2_1, buf_4, mux2_4, buf_2",
timing,hold_slack,1420,ps
worst_setup_path,critical-path-slowest-cell,"clkdlybuf4s50_1",
final_layout,drive_above_1_share,0.473,
floorplan,core-area,3420,um^2
worst_setup_path,crit_cells,4,
pwr,ir_drop,0.0274,mV
drt,antenna-diode-count,0,
placement,postPlaceCellArea,533,um^2
global_routing,use_met3,0.00795,
global_routing,grtUsageMet2,0.0514,
pwr,p_int,0.0000663,W
pwr,report.power.total,0.000108,W
drt,viasPerCell,3.21,
final_layout,design_area,564,um^2
global_routing,grt_use_total,0.0305,
synthesis,largest_area_cell,"buf_4",
job,openroad.warnings,33,
pwr,power_frac_clock,0,
placement,port-buffer-count,19,
final_layout,seq_area,0,um^2
floorplan,die_height,80,um
global_routing,grt_start_max_net_pins,8,
floorplan,die_w,80,um
final_layout,lay_top_count,"dlygate4sd2_1",
synthesis,ys_cells,37,
timing,max_freq,512,MHz
global_routing,grt_pass1_wl,1.62,mm
synthesis,synth_cell_type_count,20,
worst_setup_path,crit_required,1600,ps
placement,dpl_worst_slack,-631,ps
floorplan,io_pins,19,
worst_setup_path,critPathTopFamily,"buffers and inverters",
timing,final.setup.tns,0,ps
global_routing,grt-ovfl-total,0,
placement,dp_hpwl,861,um
worst_setup_path,path_cells,"dlygate4sd2_1 > buf_4 > nor3_2 > clkdlybuf4s50_1",
hold_path,worstHoldPathType,"input pin to output port",
drt,routed_wl,1.04,mm
drt,first_pass_iters,2,
timing,period_minus_slack,1950,ps
worst_setup_path,critPathLaunchType,"input pin",
final_layout,areaGrowthSynthToFinish,89.5,%
floorplan,floorplan.core_util,0.0872,
global_routing,grt.busiest_layer,"met2",
pwr,swShare,0.384,
cts,cts_setup_buffers,0,
timing,fin_ws,48.2,ps
timing,rsz0062_at_grt,"true",
drt,via_count,324,
synthesis,synth_cells,37,
pwr,seqPwrFrac,0,
global_routing,antenna_found_initial,0,
global_routing,grtUsageMet1,0.0404,
synthesis,synth_chip_area,298,um^2
hold_path,holdPathStages,5,
pwr,switching_power,0.0000414,W
drt,drtIter0Drc,10,
synthesis,synth_seq_share,0,
synthesis,ys_warn_count,2,
drt,detail-route-antenna-nets,0,
global_routing,grt_pass1_vias,325,
pwr,power_leakage,0.257,nW
pwr,power_frac_comb,1.000,
timing,min_period_over_period,0.976,
timing,slew_violations,0,
timing,tightest_slew,301,ps
timing,hold_viol,0,
drt,drc_errors,0,
final_layout,clkbuf_count,0,
worst_setup_path,cp_slowest_stage_delay,470,ps
floorplan,fp-row-count,21,
worst_setup_path,critPathArrivalTime,1550,ps
timing,slew-limit-headroom,0.799,
-- cell families (layout without fill, tap and decap cells) --
family,count (synthesis),after routing,synth area share
buffers and inverters,12,30,0.281
AOI/OAI and AO/OA,5,5,0.122
muxes,9,9,0.391
and+or+nand+nor,11,11,0.206
-- per-stage QoR --
step | utilization | cells
global route | 0.165 | 101
floorplan | - | 37
CTS | 0.160 | 101
detailed placement | 0.156 | 100
finish | 0.165 | 101
global placement | 0.156 | 100
-- metal layers --
metal	up-vias	routed length [um]
met2	11	453
met3	0	108
li1	167	-
met5	-	0
met4	0	0
met1	146	479
-- final timing paths --
kind | start | end
setup / recovery | shifter[2] | result[7]
hold / removal | shifter[0] | result[0]
-- power by group through the flow --
stage | registers [W] | clock network [W] | logic, W
6_report | 0 | 0 | 0.000108
4_1_cts | 0 | 0 | 0.000105
5_1_grt | 0 | 0 | 0.000118
-- cells in the mapped netlist (all sizes together) --
cell,number
mux2,5
and3,1
nor2,3
nor3b,1
nor4,1
inv,1
a2111oi,1
clkbuf,1
buf,10
mux4,1
and2b,1
nor3,2
nand2b,2
o22ai,2
a211oi,2
mux2i,3
-- final cells by class --
| cell class | count | area, um^2 |
|---|---|---|
| Fill cell | 390 | 2850 |
| Timing Repair Buffer | 29 | 234 |
| Tap cell | 46 | 57.6 |
| Multi-Input combinational cell | 25 | 269 |
| Inverter | 1 | 3.75 |
-- what timing repair did --
| item | in CTS | in global routing |
|---|---|---|
| pin swaps | 3 | 2 |
| gates resized | 33 | 3 |
| setup endpoints to repair | 8 | 1 |
| endpoints found under the hold margin | 0 | 0 |
| hold buffers | 0 | 0 |
| gates cloned | 1 | 0 |
Power is estimated from default activity; no workload was simulated.
