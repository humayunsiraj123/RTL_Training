`/design/flow/config.mk`:
```
export PLATFORM = sky130hd
export DESIGN_NAME = LaneShift
export DESIGN_NICKNAME = LaneShift
export VERILOG_FILES = /design/flow/design.v
export SDC_FILE = /design/flow/constraint.sdc
export NUM_CORES = 4
export LEC_CHECK = 1
export CORE_AREA = 10 10 289 289
export DIE_AREA = 0 0 299 299
```
`/design/flow/constraint.sdc`:
```
current_design LaneShift

set clk_period 12.3
set clk_io_pct 0.2

create_clock -name clk0 -period $clk_period

set non_clock_inputs [all_inputs -no_clocks]
set_input_delay [expr $clk_period * $clk_io_pct] -clock clk0 $non_clock_inputs
set_output_delay [expr $clk_period * $clk_io_pct] -clock clk0 [all_outputs]
```
`/design/flow/design.v`:
```
module LaneShift (
  input wire [15:0][0:15] input_registers,  
  input wire [3:0] start_lane,               
  output reg [15:0] [0:15]output_registers   
);
  integer lane;
  always @(*) begin
    for (lane = 0; lane < 16; lane = lane + 1) begin
      output_registers[lane] = 0;
    end
    for (lane = 0; lane < 16; lane = lane + 1) begin
      if(lane+start_lane<16)
        output_registers[lane] = input_registers[lane+start_lane];
      else
        output_registers[lane] ='0; 
    end
  end
endmodule
```
`/design/flow/run.sh`:
```
#!/bin/bash
# OpenROAD 26Q1-2900-gdf79404cd8, Yosys 0.63+post, stock flow scripts
make -C /OpenROAD-flow-scripts/flow DESIGN_CONFIG=/design/flow/config.mk WORK_HOME=/design/flow/orfs finish
```
==> results_dict.tcl <==
# collected from the flow reports
set metrics [dict create \
    grt_first_pass_wirelength_um 99200 \
    fin_crit_ns 8.59 \
    tool_warnings 32 \
    dpl_worst_slack_ns 3.52 \
    unrepaired_setup_endpoints_after_global_routing "false" \
    critPathArrivalTime_ns 6.13 \
    dr_total_vias 12349 \
    post_synthesis_instance_area_um2 10300 \
    top_area_frac 0.272 \
    fin_ws_ns 3.71 \
    clock_power_share 0 \
    drc 0 \
    globalplace.congestion 0.954 \
    groute.usage.overall 0.154 \
    grt-ovfl-total 0 \
    layout-drive-gt1-share 0.180 \
    netlist-cell-type-count 35 \
    critical_path_buf_inv_count 4 \
    sw_frac_of_total 0.458 \
    post-cts-setup-buffers 0 \
    chipArea_um2 89400 \
    crit_path_slowest_cell "sky130_fd_sc_hd__buf_4" \
    regArea_um2 0 \
    rows 102 \
    antenna_cells 0 \
    setup_tns_after_final_layout_ns 0 \
    clock_buffers 0 \
    routed_via_density 4.71 \
    hold_ws_ns 5.65 \
    grt_antenna_before_repair 9 \
    worstHoldPathType "input port to output port" \
    power_per_cell_area_nw_per_um2 43.9 \
    netSwitchingPower_uw 329 \
    post_synth.cell_area_avg_um2 8.78 \
    postCtsHoldBufs 0 \
    seq_power_share 0 \
    fp_util 0.133 \
    cp.required_ns 9.84 \
    fill_cells 8558 \
    critical_path.startpoint "start_lane[0]" \
    critPathMaxFanout 68 \
    netlist_top_cells_area "sky130_fd_sc_hd__mux4_2, sky130_fd_sc_hd__mux2i_1, sky130_fd_sc_hd__mux2_2" \
    die_width_um 299 \
    netlist.top_cell.by_area "sky130_fd_sc_hd__mux4_2" \
    detail_route.iter0.violations 774 \
    critical_path_max_stage_delay_ns 0.73 \
    cp-end-kind "output port" \
    core_area_um2 77300 \
    irDropWorstVdd_v 0.0000171 \
    maxCapViolCount 0 \
    layout_worst_path_cycle_share 0.698 \
    drt.antenna.violating_nets 0 \
    number_of_global_route_vias_before_repair 13011 \
    hold_path_startpoint "start_lane[3]" \
    detailedPlacementHpwl_um 55900 \
    sequential_cell_total 0 \
    critPathTopFamily "buffers and inverters" \
    report.final.hold_viol_count 0 \
    timing.max_slew.rel_slack 0.456 \
    power.internal_uw 389 \
    power.static_leakage_uw 0.00594 \
    path_cells "buf_8 > buf_4 > buf_4 > mux2i_1 > mux4_2 > o22ai_1 > clkdlybuf4s50_1" \
    total_chip_power_uw 718 \
    wirelength_um 71500 \
    area.growth.synth_to_final_pct 59.2 \
    wl_per_cell_um 27.3 \
    setup_viol 0 \
    timing_worst_slew_pin_value_ns 0.815 \
    fp.dieH_um 299 \
    share_comb_of_total_power 1.000 \
    maximum_clock_frequency_mhz 116 \
    syn-instance-count 1170 \
    synthesis.yosys.warnings 1 \
    crit_top_cell "sky130_fd_sc_hd__buf_4" \
    status "finished, final reports clean" \
    maximum_number_of_pins_on_one_net_before_global_route_repair 97 \
    yosys.stat.seqShare 0 \
    postCtsResizedCells 0 \
    io_pins 516 \
    crit_type "input port to output port" \
    final_max_slew_viol_count 0 \
    detailedRoute.firstPassIterationCount 5 \
    synth_chip_area_um2 10300 \
    crit_path_start_kind "input port" \
    yosys_cells 1170 \
    port_buffers 516 \
]
-- kinds of logic (layout without fill, tap and decap cells) --
kind of cell | after synthesis | count (layout) | share of synthesized area
mux | 462 | 462 | 0.616
simple gates | 288 | 288 | 0.119
compound gates | 277 | 277 | 0.187
buf+inv | 143 | 556 | 0.0774
-- layer usage --
metal,wire (µm),share of wire,global-route usage
met3,7530,0.11,0.0565
met1,28700,0.40,0.194
met5,59,0.00083,0
met2,32900,0.46,0.246
met4,2360,0.033,0.0426
-- final timing paths --
path / end / depth (start not counted) / slack [ns]
worst min-delay path: output_registers[133] / 3 / 5.65
worst max-delay path: output_registers[91] / 7 / 3.71
-- through the flow --
| step | util | cell area [µm²] | cells |
|---|---|---|---|
| 5_1_grt | 0.211 | 16300 | 2623 |
| 3_3_place_gp | 0.211 | 16300 | 2623 |
| 2_1_floorplan | - | 10300 | 1170 |
| 3_5_place_dp | 0.211 | 16300 | 2623 |
| 6_report | 0.211 | 16300 | 2623 |
| 4_1_cts | 0.211 | 16300 | 2623 |
-- cell usage in the layout, fill, tap and decap left out, types with 31 or more instances in the layout --
master and count:
sky130_fd_sc_hd__mux2i_1 236, sky130_fd_sc_hd__nor2_1 145, sky130_fd_sc_hd__o22ai_1 32, sky130_fd_sc_hd__buf_4 34, sky130_fd_sc_hd__mux4_2 124, sky130_fd_sc_hd__a21oi_1 64, sky130_fd_sc_hd__a2bb2oi_1 31, sky130_fd_sc_hd__o21ai_0 37
sky130_fd_sc_hd__mux2_2 92, sky130_fd_sc_hd__clkdlybuf4s50_1 512, sky130_fd_sc_hd__nand2_1 77
-- Yosys cell counts, drive strengths merged --
cell,instances
a21oi,64
or2,1
a22oi,18
nor2b,16
nor2,152
and2,18
o211ai,14
a21boi,13
a32oi,1
and3,15
o21ai,37
clkbuf,56
o2bb2ai,17
nand3,2
mux2,92
o221ai,18
a21o,1
a22o,15
a221o,14
nand2b,4
buf,83
nand2,80
inv,4
o22ai,32
a211oi,2
a2bb2oi,31
mux2i,246
mux4,124
-- power by group through the flow --
stage                 clock network, µW  logic, µW  registers, µW
after CTS                             0        724              0
after global routing                  0        770              0
final                                 0        718              0
-- worst min-delay path: cells and delay by family --
| kind | cells | cell delay [ns] |
|---|---|---|
| buffers and inverters | 2 | 0.62 |
| AND/OR/NAND/NOR | 1 | 0.08 |
-- final cells by class --
class / instances / area, µm² / share of cell area
Multi-Input combinational cell: 1027 / 9560 / 0.585
Timing Repair Buffer: 552 / 5470 / 0.335
Tap cell: 1040 / 1300 / 0.0796
Inverter: 4 / 17.5 / 0.00107
No activity file was given, so power comes from the tool's default toggle rates.
